File: ./config.mk
export PLATFORM = sky130hd
export DESIGN_NAME = ff256_mult_multiplier
export DESIGN_NICKNAME = ff256_mult_multiplier
export VERILOG_FILES = /design/flow/design.v
export SDC_FILE = /design/flow/constraint.sdc
export NUM_CORES = 4
export LEC_CHECK = 1
export CORE_AREA = 10 10 98 98
export DIE_AREA = 0 0 108 108
File: ./constraint.sdc
current_design ff256_mult_multiplier

set clk_period 5.3
set clk_io_pct 0.2

create_clock -name clk0 -period $clk_period

set non_clock_inputs [all_inputs -no_clocks]
set_input_delay [expr $clk_period * $clk_io_pct] -clock clk0 $non_clock_inputs
set_output_delay [expr $clk_period * $clk_io_pct] -clock clk0 [all_outputs]
File: ./design.v
module ff256_mult_multiplier(f_in, p_in, p_out);
    input wire [7:0] f_in;
    input wire [7:0] p_in;
    output wire [7:0] p_out;
    wire [7:0] xfx, x2fx, x3fx, x4fx, x5fx, x6fx, x7fx;
    wire [7:0] p0, p1, p2, p3, p4, p5, p6, p7;
    ff256_mult_xfx_mult m0 (f_in, xfx);
    ff256_mult_xfx_mult m1 (xfx, x2fx);
    ff256_mult_xfx_mult m2 (x2fx, x3fx);
    ff256_mult_xfx_mult m3 (x3fx, x4fx);
    ff256_mult_xfx_mult m4 (x4fx, x5fx);
    ff256_mult_xfx_mult m5 (x5fx, x6fx);
    ff256_mult_xfx_mult m6 (x6fx, x7fx);
    assign p0 = p_in[0]? f_in : 8'd0;
    assign p1 = p_in[1]? xfx : 8'd0;
    assign p2 = p_in[2]? x2fx : 8'd0;
    assign p3 = p_in[3]? x3fx : 8'd0;
    assign p4 = p_in[4]? x4fx : 8'd0;
    assign p5 = p_in[5]? x5fx : 8'd0;
    assign p6 = p_in[6]? x6fx : 8'd0;
    assign p7 = p_in[7]? x7fx : 8'd0;
    assign p_out = p0 ^ p1 ^ p2 ^ p3 ^ p4 ^ p5 ^ p6 ^ p7;
endmodule 
module ff256_mult_xfx_mult(f,v);
    input wire [7:0] f;
    output wire [7:0] v;
    wire [7:0] f_shift;
    wire [7:0] f_shift_xor;
    assign f_shift = {f[6:0], 1'b0};
    assign f_shift_xor = f_shift ^ 8'b00011101;
    assign v = f[7]? f_shift_xor : f_shift;
endmodule 
File: ./run.sh
#!/bin/bash
# OpenROAD 26Q1-2900-gdf79404cd8, Yosys 0.63+post, stock flow scripts
make -C /OpenROAD-flow-scripts/flow DESIGN_CONFIG=/design/flow/config.mk WORK_HOME=/design/flow/orfs finish
==> impl_report.txt <==
RUN METRICS
----------------------------------------------------
[Layout]
  Syn-to-layout area delta ........................ 21.31%
  Fraction of layout instances using a drive strength above 1 ........................ 0.06011
  Fill cells ........................ 815
  Number of clock buffers in the layout ........................ 0
  Fin util ........................ 0.2124
  Flop count ........................ 0
  Reg area ........................ 0 um^2

[Setup path]
  Cell type of the slowest stage on the worst timing path ........................ sky130_fd_sc_hd__clkdlybuf4s50_1
  Maximum cell stage delay along the critical path ........................ 0.64 ns
  Crit path required time ........................ 4.24 ns
  Critical Path Fanout Max ........................ 8
  Sum of buffers and inverters on the critical path ........................ 2
  Series of cell instances along the critical path ........................ clkdlybuf4s50_1 > xor3_2 > nand2_1 > xnor3_1 > xnor3_1 > xnor2_1 > clkdlybuf4s50_1
  Worst setup EP type ........................ output port
  Path type of the worst setup path ........................ in -> out
  Arrival time of data at the critical path endpoint ........................ 3.85 ns
  Crit start category ........................ input pin
  Crit path max-delay family ........................ XOR/XNOR gates

[Global route]
  Total global-route track usage ........................ 0.06253
  Total grt overflow ........................ 0
  Initial antenna violation count ........................ 0
  Vias in the first global route ........................ approximately 1,100
  Pin count of the biggest net entering global routing ........................ 15
  Wire length of the first global-routing pass ........................ 5.989 mm

[STA]
  Final Cycle Share ........................ 0.9270
  Fmax achieved ........................ 0.2035 GHz
  Hold Vio Cnt, Final ........................ 0
  Final-layout setup total negative slack ........................ 0 ns
  Worst-margin pin slew ........................ a little over 0.6 ns
  Smallest setup slack after layout ........................ 0.3869 ns
  Final count of negative-setup-slack endpoints ........................ 0
  Number of slew-limit violations in the final report ........................ 0
  RSZ-0062 raised after global routing ........................ no
  Final worst path period need ........................ 4.913 ns
  Worst hold-check slack ........................ about 3.4 ns
  Max_slew headroom ........................ 0.5891

[Clock network]
  Number of setup buffers added after CTS ........................ 0
  Post-CTS Hold Fix Bufs ........................ 0
  # resized after CTS ........................ 0

[Flow run]
  Log Warnings ........................ 32
  Max-capacitance violation count ........................ 0

[Detailed routing]
  1st-iter DRT viols ........................ 76
  Number of antenna cells inserted ........................ 0
  Drc violations ........................ 0
  Antenna Nets Post-Route ........................ 0
  Post-detailed-routing wire length ........................ ~3.6 mm
  Router iterations before antenna repair ........................ 4
  WL/cell ........................ approximately 12 um
  Detailed-route vias per instance ........................ around 3.9
  Via total after detailed routing ........................ 1,112

[Die]
  Fraction of the core area occupied by cells at floorplan ........................ 0.1751
  Number of top-level pins ........................ 24
  Height of the chip ........................ 108 um
  # rows ........................ 32
  Die X ........................ ~110 um
  Floorplan Core Area ........................ 7647 um^2
  Die Outline Area ........................ 11,660 um^2

[Logic synthesis]
  Netlist area before placement ........................ ~1300 um^2
  Adders+Majority by Area ........................ 0
  Simple-Gate Fraction of Synth Area ........................ 0.2280
  Post-synthesis xor/xnor area fraction ........................ 0.5664
  Biggest area cells ........................ sky130_fd_sc_hd__xnor2_1 (24%), sky130_fd_sc_hd__nand2_1 (14%), sky130_fd_sc_hd__xnor3_1 (12%)
  Post-Synth AOI/OAI Area ........................ 0.09252
  Cell accounting for the most synthesized area ........................ sky130_fd_sc_hd__xnor2_1
  Yosys stat area ........................ 1339 um^2
  Number of instances in the synthesized netlist ........................ 170
  Post-synthesis cell type count ........................ 35
  Dominant comb cell ........................ XOR/XNOR gates
  Mux share of post-synthesis cell area ........................ 0.01495
  Area share, top type ........................ 0.2421
  Synth Warn # ........................ 0
  Average cell area after synthesis ........................ 7.875 um^2
  Cell total in the yosys stat output ........................ around 170
  Register share after synthesis ........................ 0

[Run status]
  Run status ........................ completed

[Pwr]
  Lkg Pwr ........................ between 0.0006 and 0.0007 uW
  Register share of total power ........................ 0
  Net switching power ........................ 111.1 uW
  Sw Share ........................ 0.3649
  Power per standard cell area ........................ between 150 and 200 nW/um^2
  Proportion of power drawn by the clock network ........................ 0
  VDD IR max ........................ approximately 0.000046 V
  Combinational power share ........................ 1.000
  Internal Pwr Total ........................ 193.4 uW

[Placed design]
  Final HPWL from detailed placement ........................ 2.847 mm
  PortBufs ........................ 24
  Routability-driven placement congestion ratio ........................ 0.8552
  Worst setup timing slack at the placement stage ........................ 0.3984 ns

[Worst hold path]
  Class of the most critical hold timing path ........................ in -> out

----------------------------------------------------
[final cells by class]
type | count | area (um^2) | share of cell area
Multi-Input combinational cell | 150 | 1207 | 0.7435
Timing Repair Buffer | 28 | 270.3 | 0.1664
Tap cell | 102 | 127.6 | 0.07858
Inverter | 5 | 18.77 | 0.01156
[routing by layer]
| metal | share of wire | wire length [um] | vias up | GRT usage |
|---|---|---|---|---|
| met1 | 0.47 | 1667 | 517 | 0.08645 |
| met5 | 0 | 0 | - | 0 |
| met4 | 0.0051 | 18 | 0 | 0.003817 |
| li1 | - | - | 576 | - |
| met2 | 0.46 | 1620 | 17 | 0.1004 |
| met3 | 0.071 | 252 | 2 | 0.01627 |
[per-stage QoR]
stage	instance area [um^2]	total power, uW	cells
2_1_floorplan	1339	188.6	170
6_report	1624	304.5	285
3_3_place_gp	1624	312.2	285
3_5_place_dp	1624	312.3	285
4_1_cts	1624	314.6	285
5_1_grt	1624	335.3	285
[synthesized netlist by cell type]
cell,count
sky130_fd_sc_hd__buf_2,3
sky130_fd_sc_hd__mux2i_1,2
sky130_fd_sc_hd__xor3_2,1
sky130_fd_sc_hd__xor2_1,11
sky130_fd_sc_hd__nand3_2,1
sky130_fd_sc_hd__nand2b_1,6
sky130_fd_sc_hd__nand3_1,4
sky130_fd_sc_hd__xnor2_2,1
sky130_fd_sc_hd__o221ai_1,2
sky130_fd_sc_hd__nor2_1,2
sky130_fd_sc_hd__inv_2,2
sky130_fd_sc_hd__xnor2_1,37
sky130_fd_sc_hd__nor3b_1,1
sky130_fd_sc_hd__a32oi_1,3
sky130_fd_sc_hd__clkbuf_2,1
sky130_fd_sc_hd__inv_1,3
sky130_fd_sc_hd__bufbuf_16,1
sky130_fd_sc_hd__nand3b_1,2
sky130_fd_sc_hd__nand2_1,50
sky130_fd_sc_hd__o221a_1,2
sky130_fd_sc_hd__xor2_2,1
sky130_fd_sc_hd__clkbuf_1,7
sky130_fd_sc_hd__and2b_1,1
sky130_fd_sc_hd__o21a_1,1
sky130_fd_sc_hd__or3_1,1
sky130_fd_sc_hd__xnor3_1,7
sky130_fd_sc_hd__a21oi_1,1
sky130_fd_sc_hd__xnor2_4,1
sky130_fd_sc_hd__o21ai_0,3
sky130_fd_sc_hd__o22a_1,1
sky130_fd_sc_hd__xor3_1,4
sky130_fd_sc_hd__o22ai_1,2
sky130_fd_sc_hd__buf_6,3
sky130_fd_sc_hd__o2111ai_1,1
sky130_fd_sc_hd__nor2b_1,1
[final timing paths]
path	depth (start not counted)	slack [ns]	start	end
worst max-delay path	7	0.39	f_in[2]	p_out[4]
worst min-delay path	6	3.43	f_in[3]	p_out[7]
[cells by family after synthesis]
family,count (synthesis)
and+or+nand+nor,69
xor gates and xnor gates,63
buffers and inverters,20
AOI/OAI and AO/OA,16
muxes,2
[cells in the final DEF, fill, tap and decap left out, types with 3 or more instances in the layout]
cell and instances:
sky130_fd_sc_hd__xor2_1 11, sky130_fd_sc_hd__nand2_1 50, sky130_fd_sc_hd__o21ai_0 3, sky130_fd_sc_hd__buf_4 4, sky130_fd_sc_hd__inv_1 3, sky130_fd_sc_hd__nand3_1 4, sky130_fd_sc_hd__nand2b_1 6, sky130_fd_sc_hd__clkdlybuf4s50_1 24
sky130_fd_sc_hd__xnor2_1 37, sky130_fd_sc_hd__a32oi_1 3, sky130_fd_sc_hd__xor3_1 4, sky130_fd_sc_hd__xnor3_1 7
[power by group through the flow]
stage         Clock, uW  Combinational [uW]  Sequential, uW
finish                0                 305               0
global route          0                 335               0
CTS                   0                 315               0
[tightest hold or removal path: stages]
cell	delay (ns)
sky130_fd_sc_hd__clkdlybuf4s50_1	0.49
sky130_fd_sc_hd__xor2_1	0.14
sky130_fd_sc_hd__nand2_1	0.10
sky130_fd_sc_hd__xnor2_1	0.12
sky130_fd_sc_hd__xor2_1	0.06
sky130_fd_sc_hd__clkdlybuf4s50_1	0.40
No activity file was given, so power comes from the tool's default toggle rates.
