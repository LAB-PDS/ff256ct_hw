### flow/constraint.sdc
current_design ff256_ct_seq_mux_64_8

set clk_period 2.8
set clk_io_pct 0.2

create_clock -name clk0 -period $clk_period

set non_clock_inputs [all_inputs -no_clocks]
set_input_delay [expr $clk_period * $clk_io_pct] -clock clk0 $non_clock_inputs
set_output_delay [expr $clk_period * $clk_io_pct] -clock clk0 [all_outputs]
### flow/config.mk
export PLATFORM = sky130hd
export DESIGN_NAME = ff256_ct_seq_mux_64_8
export DESIGN_NICKNAME = ff256_ct_seq_mux_64_8
export VERILOG_FILES = /design/flow/design.v
export SDC_FILE = /design/flow/constraint.sdc
export NUM_CORES = 4
export LEC_CHECK = 1
export CORE_AREA = 10 10 87 87
export DIE_AREA = 0 0 97 97
### flow/run.sh
#!/bin/bash
# OpenROAD 26Q1-2900-gdf79404cd8, Yosys 0.63+post, stock flow scripts
make -C /OpenROAD-flow-scripts/flow DESIGN_CONFIG=/design/flow/config.mk WORK_HOME=/design/flow/orfs finish
### flow/design.v
module ff256_ct_seq_mux_64_8
(
    input  [ 2:0]  selector,
    input  [63:0]  x_in,
    output [ 7:0]  x_out
);
assign x_out         = (selector == 3'b000)? x_in[ 7: 0]:
                       (selector == 3'b001)? x_in[15: 8]:
                       (selector == 3'b010)? x_in[23:16]:
                       (selector == 3'b011)? x_in[31:24]:
                       (selector == 3'b100)? x_in[39:32]:
                       (selector == 3'b101)? x_in[47:40]:
                       (selector == 3'b110)? x_in[55:48]:
                       (selector == 3'b111)? x_in[63:56]: 8'hxx;
endmodule
==> results.tsv <==
metric	value	unit
Hold Crit Class	in2out	
max cap viols	0	
final setup fails	0	
Synth Seq Share	0	%
DP HPWL	3235	um
Clock Buffer Count	0	
worst path cell trace	dlygate4sd2_1 -> clkinv_2 -> a221oi_2 -> a31oi_1 -> o22a_1 -> clkdlybuf4s50_1	
DIE WIDTH	97	um
core area	0.005642	sq mm
# IOs	75	
floorplan core density	11.78	%
NetSw	0.07520	mW
final hold viol count	0	
GR Overflow Total	0	
VDD IR-drop max	0.00005869	V
cells after synthesis	91	
residual DRC count	0	
combinational power share	100.0	%
Worst path slowest cell	clkdlybuf4s50_1	
Syn Area/Cell	7.301	sq um
area occupied by registers	0	sq um
final worst slack	0.1955	ns
synthesis area per yosys	664.4	sq um
Compound Share, Synth	47.83	%
chip area	0.009409	sq mm
worst endpoint required time	2.24	ns
ant diodes	0	
flip-flops	0	
crit path launch type	primary input	
Port Buf Inserts	75	
PD cells	149.6	mW/mm^2
global-route wire length before repair	5816	um
drt via density	4.259	
Slew Limit Fails	0	
Arr. time, crit path	2.04	ns
OpenROAD warning count	32	
CP peak stage delay	0.42	ns
initial DRC count	56	
crit-path max FO	9	
global placer's final weighted congestion	0.8124	
Routed Antenna Nets	0	
status	completed	
Yosys warnings	0	
largest net degree at the start of global routing	12	
Lkg Pwr	0.6121	nW
Post-CTS Hold Buffers	0	
Post-Layout Cell Count	247	
power share of the clock group	0	%
Synth Cell Area	664.4	sq um
Routed WL	3686	um
drt pass-1 iters	4	
vias post-DR	1052	
cell total in the yosys stat output	91	
Area growth syn-to-layout	140.3	%
antenna violations before repair	0	
fin util	28.30	%
adder share	0	%
Post-Synth Simple-Gate Area	16.20	%
FP Rows	27	
die height	97	um
WHS Path Cells	5	
final worst-path cycle share	93.02	%
mux share	23.73	%
Placed Instances	247	
Internal	0.1636	mW
Slew @ Worst Pin	0.2949	ns
vias in the first global route	1105	
Max-slew headroom	80.34	%
Synth logic family	AND-OR/OR-AND gates	
Sequential Power Share	0	%
Cell variety after synth	30	
CP Class	in2out	
unrepaired setup endpoints after global routing	no	
ratio of cells with drive above 1 in the final layout	20.00	%
Placement Setup Slack	-0.2333	ns
final worst path period need	2.605	ns
GRT Overall Usage	7.311	%
CP Capture Type	output pin	
WL per Instance	14.92	um
Sw Share	31.49	%
xor/xnor share of the synthesized area	0	%
Fmax	0.3839	GHz
Post-CTS Setup Repair Bufs	0	
[cell usage after synthesis, drive strengths merged (2+ instances only)]
library cell,n,area [sq um]
a31oi,5,31.28
nor2,7,26.28
a221oi,3,38.79
o21ai,2,10.01
a21oi,5,25.02
o221ai,9,78.83
a22oi,5,37.54
nand2,8,37.54
and2,2,15.02
nor3,2,10.01
buf,9,66.31
o22ai,3,18.77
o2bb2ai,2,17.52
o22a,2,17.52
mux2,6,67.56
o32ai,3,26.28
mux2i,9,90.09
inv,2,7.510
[power by group through the flow]
stage | Clock [mW] | Sequential, mW | Combinational [mW]
finish | 0 | 0 | 0.239
CTS | 0 | 0 | 0.242
global route | 0 | 0 | 0.262
[what timing repair did]
action | 4_1_cts | 5_1_grt
resized | 6 | 7
endpoints found under the setup margin | 8 | 7
pin swaps | 0 | 1
[metal layers]
metal | vias up | global-route usage, % | wire length (um)
met1 | 459 | 9.971 | 1789
met4 | 0 | 0 | 0
li1 | 540 | - | -
met3 | 0 | 3.797 | 439
met5 | - | 0 | 0
met2 | 53 | 10.58 | 1458
[cells by family (layout without fill, tap and decap cells)]
| family | Yosys count | count (layout) |
|---|---|---|
| AOI/OAI and AO/OA | 41 | 41 |
| buffers and inverters | 13 | 97 |
| muxes | 15 | 15 |
| and+or+nand+nor | 22 | 22 |
[cell usage in the layout, fill, tap and decap left out, types with 2 or more instances in the layout]
cell type        instances
o21ai_0                  2
buf_4                   16
o22ai_1                  3
a22oi_1                  5
mux2_2                   6
clkbuf_2                 2
nand2_1                  7
a21oi_1                  5
clkdlybuf4s50_1         71
o221ai_1                 9
mux2i_1                  8
buf_6                    2
o22a_1                   2
nor3_1                   2
inv_1                    2
a31oi_1                  5
o2bb2ai_1                2
a221oi_2                 2
nor2_1                   7
o32ai_1                  3
[worst max-delay path: cells and delay by family]
kind / cells / cell delay (ns)
AOI/OAI and AO/OA: 3 / 0.47
buffers and inverters: 3 / 1.00
[path summary, 6_finish.rpt]
kind / startpoint / to / slack [ns]
hold / removal: selector[1] / x_out[5] / 1.73
setup / recovery: selector[2] / x_out[3] / 0.20
[metrics by stage]
stage          total power [mW]  setup TNS, ns  cell area (sq um)  hold slack (ns)
2_1_floorplan           0.08438              0              664.4            1.246
3_3_place_gp             0.2397         -1.475               1590            2.129
3_5_place_dp             0.2395         -1.438               1590            2.132
4_1_cts                  0.2419              0               1595            2.140
5_1_grt                  0.2621              0               1597            1.814
6_report                 0.2388              0               1597            1.732
[layout make-up]
type                       count  area (sq um)
multi-input combinational     78         589.3
timing repair buffer          94         904.6
inverter                       3         12.51
tap                           72         90.09
fill                         611          4045
Power and IR drop assume default switching activity.
